==> ./design.v <==
`timescale 1ns / 1ps
module Reg_File(data_in,rd,RS1, RS2, read, WE, clk, num1, num2);
  input  [31:0] data_in;
  input  [4:0]  RS1;
  input  [4:0]  RS2;
  input  [4:0]  rd;
  input  read,WE,clk;
  output [31:0] num1;
  output [31:0] num2;
  reg    [31:0] memory_array[31:0];
  reg    [31:0] out_data1;
  reg    [31:0] out_data2;
  wire  clk_out;
  always@(posedge clk)
    begin
      memory_array[5'b00000] = 32'b00000000000000000000000000000000;
      memory_array[5'b00001] = 32'b00000000000000000000000000000001;
      memory_array[5'b00010] = 32'b00000000000000000000000000000010;
      memory_array[5'b00011] = 32'b00000000000000000000000000000011;
      memory_array[5'b00100] = 32'b00000000000000000000000000000100;
      memory_array[5'b00101] = 32'b00000000000000000000000000000101;
      memory_array[5'b00110] = 32'b00000000000000000000000000000110;
      memory_array[5'b00111] = 32'b00000000000000000000000000000111;
      memory_array[5'b01000] = 32'b00000000000000000000000010001000;
      memory_array[5'b01001] = 32'b00000000000000000000000001001001;
      if(read)                         
        begin
          out_data1 = memory_array[RS1];
          out_data2 = memory_array[RS2];
        end
    end
  assign num1 = out_data1;
  assign num2 = out_data2;
  always@(posedge clk)
    begin
      if(WE)
        begin
          memory_array[rd] = data_in;
        end
      end
endmodule
`timescale 1ns / 1ps
module top_alu(reset,din,p1,p2,p3,p4,p5,lower_bits,higher_bits,clk,out);
  input reset;
  input p1,p2,p3,p4,p5;
  input lower_bits,higher_bits;    
  input clk;
  input  [7:0] din;
  output reg [15:0]out;
  reg  [7:0]instruction_1;
  reg  [7:0]instruction_2;
  reg  [7:0]instruction_3;
  reg  [7:0]instruction_4; 
  wire [31:0]instruction_set;
  wire [5:0]     func_code;
  wire [4:0]     rd;
  wire [4:0]     rs2;
  wire [4:0]     rs1;
  wire [5:0]     opcode;
  wire [31:0]  num1,num2;
  reg  [31:0] temp;
always @(posedge clk)
  begin
    if(reset==1) begin
      instruction_1[7:0]<=0;
      instruction_2[7:0]<=0;
      instruction_3[7:0]<=0;
      instruction_4[7:0]<=0;
  end
  else if (p1==1'b1) begin
    instruction_1[7:0]<=(din);  
    end
  else if (p2==1'b1) begin
    instruction_2[7:0]<=(din);   
    end
  else if (p3==1'b1) begin
    instruction_3[7:0]<=(din);  
    end
  else if (p4==1'b1)begin
    instruction_4[7:0]<=(din);    
    end
    end
  assign instruction_set={instruction_4,instruction_3,instruction_2,instruction_1};
  parameter     A = 6'b000000;  
  parameter     B = 6'b000001;  
  parameter     C = 6'b000010;  
  parameter     D = 6'b000011;  
  parameter     E = 6'b000100;  
  parameter     F = 6'b000101;  
  parameter     G = 6'b000110;  
  parameter     H = 6'b000111;  
  parameter     I = 6'b001000;  
  parameter     J = 6'b001001;  
  parameter     K = 6'b001010;  
  parameter     L = 6'b001011;  
  parameter     M = 6'b001100;  
  parameter     N = 6'b001101;  
  parameter     O = 6'b001110;  
  parameter     P = 6'b001111;  
  parameter     Q = 6'b010000;  
  parameter     R = 6'b010001;  
  wire [5:0] state;
  wire signed [31:0] s_num1, s_num2;
  assign func_code = instruction_set[5:0];
  assign rd        = instruction_set[15:11];
  assign rs2       = instruction_set[20:16];
  assign rs1       = instruction_set[25:21];
  assign opcode    = instruction_set[31:26];
  Reg_File r1(out,rd,rs1,rs2,1'b1,1'b1,p5,num1,num2);
  assign s_num1 = num1;
  assign s_num2 = num2;
  assign state = func_code;
  always @(p5) begin
    case( state )
      A: begin
        temp <= num1+num2;
      end
      B: begin
        temp <= num1-num2;
      end
      C: begin
        temp <= num1 & num2;
      end
      D: begin
        temp <= num1 | num2;
      end
      E: begin
        temp <= num1 ^ num2;
      end
      F: begin
        temp <= num1 << num2;
      end
      G: begin
        temp <= num1 >> num2;
      end
      H: begin
        temp <= num1 >>> num2;
      end
      I: begin
          temp <= (num1<<num2) | (num1>>(32-num2));
      end
      J: begin
            temp <= (num1>>num2) | (num1<<(32-num2));
      end
      K: begin
        temp <= (s_num1 < s_num2)? 32'b1:32'b0;
      end
      L: begin
        temp <=  (s_num1 > s_num2)? 32'b1:32'b0;
      end
      M: begin
        temp <=  (s_num1 <= s_num2)? 32'b1:32'b0;
      end
      N: begin
        temp <=  (s_num1 >= s_num2)? 32'b1:32'b0;
      end
      O: begin
        temp <=  (num1 > num2)? 32'b1:32'b0;
      end
      P: begin
        temp <= (num1 < num2)? 32'b1:32'b0;
      end
      Q: begin
        temp <= (num1 <= num2)? 32'b1:32'b0;
      end
      R: begin
        temp <= (num1 >= num2)? 32'b1:32'b0;
      end
    endcase
      if(higher_bits==1'b1) begin
      out = temp[31:16];
      end
      else if (lower_bits==1'b1) begin
      out = temp[15:0];  
      end
    end
endmodule
==> ./run.sh <==
#!/bin/bash
# OpenROAD 26Q1-2900-gdf79404cd8, Yosys 0.63+post, stock flow scripts
make -C /OpenROAD-flow-scripts/flow DESIGN_CONFIG=/design/flow/config.mk WORK_HOME=/design/flow/orfs finish
==> ./config.mk <==
export PLATFORM = sky130hd
export DESIGN_NAME = top_alu
export DESIGN_NICKNAME = top_alu
export VERILOG_FILES = /design/flow/design.v
export SDC_FILE = /design/flow/constraint.sdc
export NUM_CORES = 4
export LEC_CHECK = 1
export CORE_UTILIZATION = 40
==> ./constraint.sdc <==
current_design top_alu

set clk_period 2.1
set clk_io_pct 0.2

create_clock -name clk0 -period $clk_period [get_ports {clk}]
create_clock -name clk1 -period $clk_period [get_ports {p5}]

set non_clock_inputs [all_inputs -no_clocks]
set_input_delay [expr $clk_period * $clk_io_pct] -clock clk0 $non_clock_inputs
set_output_delay [expr $clk_period * $clk_io_pct] -clock clk0 [all_outputs]
==> summary.txt <==
fresh numbers from the pnr run: outcome complete, no violations, crit-path cells nand2_1 -> or3_1 -> nor2_1 -> buf_4 -> a222oi_1 -> and4_1 -> nand4_1, Hold Fails Final Rpt 0, worst r2r path cells 7, via count 20800, CP peak stage delay 0.70 ns, register area about 0.012 mm2, Leak around 9 nW, Routed Wire Length 108000 um, GPL Wtd Cong 1.07, Worst slew margin 0.278, crit path buf inv count 1, Max VDD drop 0.000701 V, # setup viols final 0, Worst-Margin Slew 1.08 ns, Startpoint Class flop, Min-Delay Endpoint r1.out_data1[2]$_DFF_P_, CTS-repair resized insts 0, Die H 244 um, first-pass GRT wire length roughly 150000 um, main flop type edfxtp_1, Tot Pwr 18.1 mW, tool warnings between 50 and 60, I/O Pins 33, number of unconstrained endpoints 416, wire per inst ~36 um, Clock transition at path regs 0.07 ns, diode count 0, Crit path depth 7, worst path required time roughly 2.6 ns, ys cells 2106, Crit-path slowest cell nor2_1, pre-CTS WS -0.0604 ns, antenna violations before repair 4, Buffers on Ports 31, first drt pass iteration count 9, Final WS setup 0.0938 ns, # hold bufs at CTS 0, Pwr Density 656 mW/mm2, Hold Startpoint r1.memory_array[16][2]$_DFFE_PN_, crit-path max FO 5, FP Util 0.405, CTS tree yes, FILL cells a little over 5000, Die W between 200 and 250 um, die area about 0.059 mm2, max-slew violations 0, number of register pins that no clock reaches 48, initial DRC count 2322, ys async rst share 0, Overflow after GRT 0, Via density 6.89, share of cells above drive strength 1 0.173, DRC violations left 0, Arr. time, crit path 2.49 ns, Min-Delay Path Class reg -> reg, Post-Synthesis Cell Area around 0.023 mm2, RSZ-0062 raised after global routing false, num rows 88, postcts setup bufs 0, Gate Count Post-Synth 2106, RR Endpoint r1.out_data1[1]$_DFF_P_, CP delay by family, top simple AND/OR/NAND/NOR gates, GRT Util Overall 0.388, reg2reg start instruction_4[1]$_SDFFE_PP0P_, CP Capture Type flop, Syn Area/Cell 11.1 um2, count of library flops with an enable pin around 350, yosys warns 4, CP Class reg -> reg, largest net degree at the start of global routing approximately 53, Yosys Chip Area between 0.02 and 0.025 mm2, area delta synth->final 18.4%, core area 0.0577 mm2, vias in the first global route 21000, dpl hpwl 73400 um, setup slack, reg-to-reg 0.09 ns, post-route ant nets 0, MaxCap Viol Count 0, Clock Skew between 0.03 and 0.04 ns, cell depth of the worst min-delay path 2, area of the multi-input gates 0.0104 mm2, Cell Type Count 95, #FFs+latches synth 453
## cells by family (layout without fill, tap and decap cells)
| group | after synthesis | after routing | synth area share |
|---|---|---|---|
| compound gates | 637 | 637 | 0.203 |
| simple gates | 627 | 627 | 0.137 |
| flops | 405 | 405 | 0.498 |
| buf+inv | 217 | 372 | 0.0368 |
| mux | 102 | 102 | 0.0581 |
| fa+ha+maj | 53 | 53 | 0.0294 |
| latches | 48 | 48 | 0.0309 |
| xor+xnor | 17 | 17 | 0.00670 |
## per-stage QoR
stage | util | setup TNS (ns) | instances | instance area (um2) | hold slack [ns]
floorplan | - | -3.63 | 2106 | 23400 | 0.469
global placement | 0.456 | -0.0130 | 2953 | 26300 | 0.512
detailed placement | 0.456 | -0.176 | 2953 | 26300 | 0.505
CTS | 0.479 | 0 | 3026 | 27600 | 0.500
global route | 0.479 | 0 | 3026 | 27600 | 0.530
finish | 0.479 | 0 | 3026 | 27600 | 0.504
## worst max path at each step
stage | startpoint | end
CTS | instruction_4[1]$_SDFFE_PP0P_ | r1.out_data1[1]$_DFF_P_
global route | instruction_3[2]$_SDFFE_PP0P_ | r1.out_data2[15]$_DFF_P_
finish | instruction_4[1]$_SDFFE_PP0P_ | r1.out_data1[1]$_DFF_P_
## routing by layer
metal,part of all wire,global-route usage
met1,0.33,0.460
met2,0.45,0.572
met3,0.15,0.203
met4,0.077,0.218
met5,0.0017,0.0212
## flip-flops by register name (all words and copies together) (netlist names)
| register | flops |
|---|---|
| r1.memory_array | 352 |
| temp | 32 |
| out | 16 |
| r1.out_data1 | 16 |
| r1.out_data2 | 16 |
| instruction_3 | 8 |
| instruction_1 | 6 |
| instruction_2 | 5 |
| instruction_4 | 2 |
## cell type report
type	count	area share
clock buffers	47	0.0387
clock inverters	26	0.00829
inverters	61	0.00829
multi-input cells	1436	0.375
flip-flops and latches	453	0.447
well taps	765	0.0346
repair buffers	238	0.0874
## power breakdown
part	total [mW]	internal, mW	switching (mW)
logic	1.97	0.696	1.28
registers	8.95	8.79	0.158
clock network	7.20	4.06	3.14
## cells in the final DEF (no fill, tap or decap), types with 14 or more instances in the layout
master / count
nor3_1: 47
a221oi_1: 48
mux2i_1: 57
clkdlybuf4s50_1: 31
inv_1: 59
nand3_1: 84
mux2_2: 20
nand2b_1: 25
nand4_1: 56
nor3_2: 14
a22oi_1: 230
clkbuf_16: 42
buf_4: 163
edfxtp_1: 352
mux4_2: 23
nor3b_1: 21
o211ai_1: 18
dfxtp_1: 52
a211oi_1: 15
ha_1: 50
nor2_1: 145
nor2_2: 22
or3_1: 14
nand2_1: 109
dlxtn_1: 48
o21ai_0: 65
a22o_1: 34
buf_12: 44
a222oi_1: 22
a21oi_1: 63
## synth_stat cells (9+ instances only)
cell type    n  area [um2]
o211ai_1    18         135
ha_1        50         626
buf_1       14        52.6
nand4_1     56         350
nor2b_1     10        62.6
nand2_1    109         409
o31ai_1      9        67.6
a222oi_1    22         220
dlxtn_1     48         721
o22ai_1     13        81.3
nor3_1      65         325
mux2i_1     57         571
nand3_1     84         420
a221oi_1    48         420
nor2_1     167         627
a22oi_1    230        1730
a22o_1      34         298
a2111oi_0   11        96.3
nor4_1      12        75.1
edfxtp_1   352       10600
nand2b_1    25         156
dfxtp_1     53        1060
mux4_2      23         518
a21oi_1     63         315
mux2_2      20         225
a211oi_1    15         113
clkbuf_1   123         462
buf_2       15        75.1
a31oi_1     11        68.8
o21ai_0     65         325
or3_1       14        87.6
xnor2_1     13         114
inv_1       59         221
nor3b_1     23         173
## worst min-delay path: stages (launching register included)
cell and delay [ns]:
edfxtp_1 0.35, a221oi_1 0.08, nand4_1 0.07
Power figures rest on the tool's default switching activity, not on a simulated workload.
